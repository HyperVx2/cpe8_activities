File: flow/run.sh
#!/bin/bash
# OpenROAD 26Q1-2900-gdf79404cd8, Yosys 0.63+post, stock flow scripts
make -C /OpenROAD-flow-scripts/flow DESIGN_CONFIG=/design/flow/config.mk WORK_HOME=/design/flow/orfs finish
File: flow/constraint.sdc
current_design counter

set clk_period 1.6
set clk_io_pct 0.2

create_clock -name clk0 -period $clk_period [get_ports {clk}]

set non_clock_inputs [all_inputs -no_clocks]
set_input_delay [expr $clk_period * $clk_io_pct] -clock clk0 $non_clock_inputs
set_output_delay [expr $clk_period * $clk_io_pct] -clock clk0 [all_outputs]
File: flow/design.v
module counter (
    input clk,
    input reset,
    output reg [3:0] count,
    output reg reached_desired_value
);
parameter desired_value = 4'd10;
always @(posedge clk or posedge reset) begin
    if (reset) begin
        count <= 4'd0;
        reached_desired_value <= 1'b0;
    end else begin
        count <= count + 1;
        if (count == desired_value) begin
            reached_desired_value <= 1'b1;
        end else begin
            reached_desired_value <= 1'b0;
        end
    end
end
endmodule
File: flow/config.mk
export PLATFORM = sky130hd
export DESIGN_NAME = counter
export DESIGN_NICKNAME = counter
export VERILOG_FILES = /design/flow/design.v
export SDC_FILE = /design/flow/constraint.sdc
export NUM_CORES = 4
export LEC_CHECK = 1
export CORE_AREA = 10 10 70 70
export DIE_AREA = 0 0 80 80
==> run notes <==
* 4 — Max Fanout on Critical Path
* 2 — router iterations before antenna repair
* 3 — Inserted Clock Buffers
* 0 — Setup Viol. Count Final
* 1.90 — DR vias/cell
* 80 um — overall die width
* 0 — Max Slew Vio Count
* 7.03 um — Avg WL per Cell
* 1.16 ns — arrival time of data at the critical path endpoint
* 0.000158 uW — leakage power summed over all cells
* 0 — quantity of hold-fixing buffers added after cts
* buffers and inverters — Largest delay share family, worst path
* 194 um2 — chip area in the Yosys report
* 92.3% — Final period util
* 0 — CTS resizes
* 0 — remaining routing DRC violations
* 14 — Post-Syn Instances
* 0.00142 ns — clock skew after layout
* 0.123 ns — final critical-path setup slack
* 6 — pin count of the biggest net entering global routing
* 0.746 — placer's final routability congestion estimate
* 0.189 ns — Slew @ Worst Pin
* 492 um — DRT Wirelength
* primary output — Critical Path Sink Type
* 1 — WP depth
* flip-flop — kind of start point of the critical path
* 14 — count of instantiated cells in the yosys netlist
* met1 — busiest grt layer
* 0 ns — Sum Neg Setup Slack
* 1.48% — met3 usage
* 0.04 ns — Worst-path clk slew
* 276 uW — post-route total power
* 26 — OpenROAD warning count
* in2async — type of the tightest min-delay check
* 13.9 um2 — synthesized area per cell
* 1 — Yosys warning count
* 3 — reg2reg path depth
* 2 — largest buffer count on any clock path
* 0.356 ns — post-place setup slack
* count[0]$_DFF_PP0_ — launching instance or port of the critical path
* 1 — buffers and inverters on the worst path
* 2 — 1st-iter DRT viols
* 0 — max cap viols
* 156 — number of global-route vias before repair
* 0 — final-report hold violation count
* 5.68% — initial cell density of the core
* 16.7% — share of layout cells above drive strength 1
* 64.5% — register share after synthesis
* 677 MHz — achievable frequency
* 64.5% — Yosys top cell area share
* 0.65 ns — setup slack of the most critical reg-to-reg path
* 0 — antenna fix cells
* sky130_fd_sc_hd__clkbuf_4 — root buffer selected by CTS
* 1.48 ns — time the final worst path needs with I/O delays and setup
* count[0]$_DFF_PP0_ — reg2reg start
* 194 um2 — Synth Cell Area
* 0.350 mV — peak supply drop
* 6 — input/output buffers
* 2.88% — grt met1 use
* 70 — Final Non-Filler Cells
* 0 — leftover overflow at the end of global routing
* 5 — flops out of synthesis
* 402 — fillers
* reg2out — kind of critical path
* 800 um — global-route wire length before repair
* 7 — Synth cell types
* sky130_fd_sc_hd__clkdlybuf4s50_1 — library cell contributing the largest single delay on the critical path
* sky130_fd_sc_hd__dfrtp_1 — post-synth top area cell
* 133 — vias after detailed routing
* 7 — Top Ports
* 66 — cell count after placement
* 1.12% — met2 track utilization from global routing
* 0 — initial antenna violation count
* 1 — H-Tree Depth
* 87.4% — worst-case headroom to the max-slew limit
* 0.24 ns — clk ins delay skew pair
* 1.70% — total routing resource utilization after global routing
* 3420 um2 — core area
* 74.2% — layout overhead on the synthesized area
* false — unrepaired setup endpoints after global routing
* 6400 um2 — floorplan die area
* 0 — Post-CTS Setup Inserts
* 0 — number of antenna-violating nets in the routed design
* 1.28 ns — critical path required time
* reached_desired_value$_DFF_PP0_ — Crit Reg-Reg Endpoint
* 5 — TritonCTS sink count
* 80 um — Die Ht
* 9.89% — final design utilization
* finished clean — result of the run
* 21 — number of rows in the core area
* sky130_fd_sc_hd__dfrtp_1 65%, sky130_fd_sc_hd__ha_1 13%, sky130_fd_sc_hd__inv_1 5.8% — Largest cells by area
* clkdlybuf4s50_1 — worst path cell trace
* yes — clock tree from TritonCTS
* 0.53 ns — delay of the slowest cell on the worst path
* 816 nW/um2 — power density normalized to cell area
==> per-stage QoR <==
step / area (um2) / hold WS (ns)
after floorplan: 194 / 0.0985
after global placement: 312 / 0.481
after detailed placement: 312 / 0.498
after CTS: 338 / 0.289
after global routing: 338 / 0.298
final: 338 / 0.293
==> placed cells by master (no fill, tap or decap) <==
| master | Yosys | final |
|---|---|---|
| sky130_fd_sc_hd__clkdlybuf4s50_1 | 0 | 6 |
| sky130_fd_sc_hd__xnor2_1 | 1 | 1 |
| sky130_fd_sc_hd__and3b_2 | 1 | 1 |
| sky130_fd_sc_hd__inv_1 | 3 | 3 |
| sky130_fd_sc_hd__clkbuf_1 | 0 | 1 |
| sky130_fd_sc_hd__nand3_1 | 1 | 1 |
| sky130_fd_sc_hd__clkbuf_4 | 0 | 3 |
| sky130_fd_sc_hd__dfrtp_1 | 5 | 5 |
| sky130_fd_sc_hd__ha_1 | 2 | 2 |
| sky130_fd_sc_hd__xor2_1 | 1 | 1 |
==> cells by family after synthesis <==
| logic type | synth area share [%] |
|---|---|
| flops | 64.5 |
| buf+inv | 5.81 |
| xor+xnor | 9.03 |
| fa+ha+maj | 12.9 |
| simple gates | 7.74 |
==> final cells by class <==
class	count	area (um2)	share of cell area (%)
well taps	46	57.6	17.0
repair buffers	6	60.1	17.8
multi-input cells	6	57.6	17.0
clock buffers	4	26.3	7.78
inverters	3	11.3	3.33
flip-flops and latches	5	125	37.0
==> worst max path at each step <==
stage	endpoint
CTS	count[0]
global route	count[0]
finish	count[0]
==> Yosys cell counts <==
cell,instances
sky130_fd_sc_hd__nand3_1,1
sky130_fd_sc_hd__xnor2_1,1
sky130_fd_sc_hd__xor2_1,1
sky130_fd_sc_hd__and3b_2,1
sky130_fd_sc_hd__inv_1,3
sky130_fd_sc_hd__ha_1,2
sky130_fd_sc_hd__dfrtp_1,5
==> worst reg2reg max path: stages, from the launching register on <==
cell and delay [ns]:
sky130_fd_sc_hd__dfrtp_1 0.39, sky130_fd_sc_hd__inv_1 0.07, sky130_fd_sc_hd__ha_1 0.20, sky130_fd_sc_hd__and3b_2 0.19
==> registers in the layout (all words and copies together), names as in the netlist <==
signal,count
count,4
reached_desired_value,1
==> per-layer routing <==
metal  up-vias  wire [um]
met3         2         62
met1        58        331
met4         0         11
met2         9         86
li1         64          -
met5         -          0
==> power by group <==
group	internal [uW]	switching (uW)	total [uW]	leakage [uW]
Combinational	2.30	2.69	4.99	0.0000728
Sequential	127	0	127	0.0000705
Clock	94.1	49.6	144	0.0000150
Power is estimated from default activity; no workload was simulated.
