`./run.sh`:
```
#!/bin/bash
# OpenROAD 26Q1-2900-gdf79404cd8, Yosys 0.63+post, stock flow scripts
make -C /OpenROAD-flow-scripts/flow DESIGN_CONFIG=/design/flow/config.mk WORK_HOME=/design/flow/orfs finish
```
`./constraint.sdc`:
```
current_design lab2_dataflow

set clk_period 1.2
set clk_io_pct 0.2

create_clock -name clk0 -period $clk_period

set non_clock_inputs [all_inputs -no_clocks]
set_input_delay [expr $clk_period * $clk_io_pct] -clock clk0 $non_clock_inputs
set_output_delay [expr $clk_period * $clk_io_pct] -clock clk0 [all_outputs]
```
`./design.v`:
```
module lab2_dataflow (input A, B, C, D, 
                        output a, b, c, d, e, f, g);
    assign a = (A | C | (~B & ~D) | (B & D));
    assign b = (A | ~B | (C & D) | (~C & ~D));
    assign c = (B | ~C | D);
    assign d = (A | (~B & C) | (~B & ~D) | (C & ~D) | ((B & ~C) & D));
    assign e = ((~B & ~D) | (C & ~D));
    assign f = (A | (B & ~C) | (B & ~D) + (~C & ~D));
    assign g = (A | (~B & C) | (B & ~C) | (C & ~D));
endmodule
```
`./config.mk`:
```
export PLATFORM = sky130hd
export DESIGN_NAME = lab2_dataflow
export DESIGN_NICKNAME = lab2_dataflow
export VERILOG_FILES = /design/flow/design.v
export SDC_FILE = /design/flow/constraint.sdc
export NUM_CORES = 4
export LEC_CHECK = 1
export CORE_AREA = 10 10 70 70
export DIE_AREA = 0 0 80 80
```
==> flow_summary.toml <==
# flow metrics
[setup_path]
critPathKind = "input pin to output pin"
worstPathRequired_ns = 0.96
crit_path_top_delay_cell = "or3_1"
slowest_delay_ns = 0.30
cp-end-kind = "output pin"
cp-start-kind = "input pin"
critPathTopFamily = "buffers and inverters"
path_cells = "buf_6 -> xnor2_1 -> or3_1 -> clkdlybuf4s15_1"
crit_buf_inv = 2
worst_ep_arrival_time_ns = 0.95
path_max_fanout = 8

[floorplan]
die_area_um2 = 6400
fp.dieH_um = 80
initial_core_util = 0.0355
io_pins = 11
rows = 21
die_w_um = 80
coreArea_um2 = 3420

[hold_path]
min_delay_path_depth = 3
worstHoldEndpoint = "e"
hp-class = "input pin to output pin"
hp-start = "D"

[sta]
report.final.slew_viol_count = 0
min_period_ns = 1.19
fin_ws_ns = 0.0133
fmax_ghz = 0.843
rsz0062_at_grt = "yes"
timing.slew.headroom = 0.880
setup_violations = 0
tightest_slew_ns = 0.179
fin_crit_sh = 0.989
finalHoldViolCount = 0

[global_routing]
track_usage = 0.0150
grt_max_degree = 9
grt_pass1_wl_um = 793
grt_pass1_vias = 154
antenna_found_initial = 0
grt-ovfl-total = 0

[logic_synthesis]
synth_area_per_cell_um2 = 7.14
synth_chip_area_um2 = 121
synth_area_um2 = 121
ys_cells = 17
synth.distinct_cells = 12
syn_inst = 17
synth-warning-count = 0
postSynthSeqShare = 0

[place]
dp_hpwl_um = 408
place_congestion = 0.711
place_ws_ns = -0.757
numPortBuffers = 11
dp_cells = 74

[drt]
first_iter_violations = 18
routed_wl_um = 526
firstDrtPassIters = 2
antenna_left = 0
vias = 156
wire_per_inst_um = 7.11
avgViaCountPerCell = 2.11
drc = 0
n_antenna_cell = 0

[power]
leakagePower_nw = 0.131
peakVddDrop_uv = 28.9
power_density_nw_per_um2 = 284

[final_layout]
ff_count = 0
fillCellCount = 398
clkbuf_count = 0
syn_to_final_growth_pct = 176
post_layout_nonfiller_instances = 74
drive_above_1_share = 0.464
final_layout_top_logic_cells = "buf_6 (4), clkdlybuf4s15_1 (4), or3_1 (2)"
flop_area_um2 = 0

[clocking]
post-cts-setup-buffers = 0
hold_buffers = 0

[status]
outcome = "finished clean"

[job]
cap_violations = 0
openroad.warnings = 33
[tightest hold or removal path: cells and delay by family]
family / cells / cell delay, ns
compound gates: 1 / 0.03
buf+inv: 2 / 0.22
[area by class of cell]
| class | count | area, µm² | share of cell area |
|---|---|---|---|
| inverters | 1 | 3.75 | 0.0112 |
| multi-input cells | 14 | 143 | 0.425 |
| well taps | 46 | 57.6 | 0.172 |
| repair buffers | 13 | 131 | 0.392 |
[synthesized netlist by cell type]
cell	n	area share
a21oi_1	2	0.082
o21bai_1	1	0.062
inv_1	1	0.031
nand2_1	1	0.031
xnor2_1	2	0.14
buf_6	2	0.19
a21o_1	1	0.062
a211o_1	1	0.072
or3_1	2	0.10
nor4b_1	1	0.072
nor2b_1	2	0.10
nand2b_1	1	0.052
[stage by stage]
step / TNS (ns) / cell area, µm² / hold WS [ns] / power (mW) / util
floorplan: 0 / 121 / 0.521 / 0.0315 / -
global route: -0.0332 / 335 / 0.752 / 0.104 / 0.0982
finish: 0 / 335 / 0.734 / 0.0951 / 0.0982
detailed placement: -4.84 / 282 / 1.55 / 0.0783 / 0.0824
global placement: -4.71 / 282 / 1.53 / 0.0775 / 0.0824
CTS: 0 / 305 / 0.839 / 0.0823 / 0.0894
[cells by family after synthesis]
| logic type | count (synthesis) | synth area share |
|---|---|---|
| AND/OR/NAND/NOR | 7 | 0.361 |
| AND-OR/OR-AND | 5 | 0.278 |
| buffers and inverters | 3 | 0.216 |
| XOR/XNOR | 2 | 0.144 |
[worst max-delay path by stage]
| stage | from | to | slack [ns] | cells after the start |
|---|---|---|---|---|
| 4_1_cts | D | b | 0.0009 | 5 |
| 5_1_grt | B | a | -0.02 | 4 |
| 6_report | B | a | 0.01 | 4 |
[metal layers]
metal	global-route usage	up-vias	part of all wire
met1	0.0211	68	0.47
met3	0.00682	0	0.13
met2	0.0217	8	0.40
met5	0	-	0
met4	0	0	0
li1	-	80	-
[where the power goes]
part / switching, mW / internal (mW)
Sequential: 0 / 0
Clock: 0 / 0
Combinational: 0.0349 / 0.0602
Total: 0.0349 / 0.0602
[repair_timing]
action                                  in CTS  in global routing
gates resized                               38                  8
gates cloned                                 0                  0
endpoints found under the hold margin        0                  0
endpoints found under the setup margin       7                  5
pin swaps                                    3                  0
No activity file was given, so power comes from the tool's default toggle rates.
