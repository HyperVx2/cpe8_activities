**./run.sh**
```bash
#!/bin/bash
# OpenROAD 26Q1-2900-gdf79404cd8, Yosys 0.63+post, stock flow scripts
make -C /OpenROAD-flow-scripts/flow DESIGN_CONFIG=/design/flow/config.mk WORK_HOME=/design/flow/orfs finish
```
**./config.mk**
```make
export PLATFORM = sky130hd
export DESIGN_NAME = lab2_gate
export DESIGN_NICKNAME = lab2_gate
export VERILOG_FILES = /design/flow/design.v
export SDC_FILE = /design/flow/constraint.sdc
export NUM_CORES = 4
export LEC_CHECK = 1
export CORE_AREA = 10 10 70 70
export DIE_AREA = 0 0 80 80
```
**./constraint.sdc**
```tcl
current_design lab2_gate

set clk_period 1.0
set clk_io_pct 0.2

create_clock -name clk0 -period $clk_period

set non_clock_inputs [all_inputs -no_clocks]
set_input_delay [expr $clk_period * $clk_io_pct] -clock clk0 $non_clock_inputs
set_output_delay [expr $clk_period * $clk_io_pct] -clock clk0 [all_outputs]
```
**./design.v**
```verilog
module lab2_gate (input A, B, C, D,
                    output a, b, c, d, e, f, g);
    not (B_not, B), (C_not, C), (D_not, D);
    and (g1, B_not, D_not);  
    and (g2, B, D);  
    and (g3, C, D);  
    and (g4, C_not, D_not);  
    and (g5, B_not, C);  
    and (g6, C, D_not);  
    and (g7, B, C_not, D_not);  
    and (g8, B, D_not);  
    and (g9, B, C_not);  
    or (a, A, C, g1, g2);
    or (b, A, B_not, g3, g4);
    or (c, B, C_not, D);
    or (d, A, g5, g1, g6, g7);
    or (e, g1, g6);
    or (f, A, g9, g8, g4);
    or (g, A, g5, g9, g6);
endmodule
```
==> flow_summary.ini <==
; implementation run metrics
[cells_and_area]
fin_area_um2 = 265
fillCellCount = 405
clock_buffers = 0
syn2layout_area_growth_pct = 183
mi_logic_area_um2 = 85.1
flops = 0
regArea_um2 = 0
drive_gt1_share_pct = 48.3

[grt]
grt_pass1_wl_um = 676
grt_max_degree = 9
overflow = 0
grt_pass1_vias = 133
grt_util_all_layers_pct = 1.29
grt_antenna_before_repair = 0

[routing]
viasPerCell = 1.97
num_antenna_cells = 0
vias = 148
drc = 0
drt-initial-drc-count = 2
postRouteAntennaNets = 0
firstDrtPassIters = 2
totalWireLength_um = 447
wl_per_cell_um = 5.96

[worst_setup_path]
cp.required_ns = 0.80
endpoint_kind = output port
critPathLaunchType = input port
critPathKind = input port to output port
crit_arrival_ns = 0.77
critPathMaxFanout = 6

[yosys]
ys_top_cells_by_count = 2 x nand2_1, 2 x xor2_1
syn_area_per_cell_um2 = 5.87
yosys_warnings = 12
ys_seq_share_pct = 0
synthTopCellsByArea = xor2_1 19%, a21o_1 8.0%, nand2_1 8.0%, o211ai_1 8.0%, o21bai_1 8.0%
top_cell_area_share_pct = 18.7
syn-cell-area_um2 = 93.8
synth_cell_types = 14
synthCells = 16
ys_area_um2 = 93.8
top_area_cell = xor2_1
ys_cells = 16

[power]
swShare_pct = 38.8
power.switching_w = 0.0000311
power_per_cell_area_nw_per_um2 = 302
p_int_w = 0.0000491
ir_drop_mv = 0.0268
p_seq_share_pct = 0
pwr-share-clk_pct = 0
power_leakage_nw = 0.100
combPwrFrac_pct = 100.0

[placed_design]
placed_area_um2 = 279
port_buffers = 11
dp_hpwl_um = 385
gp_congestion = 0.749

[sta]
rsz0062_at_grt = no
setup_violations = 0
tightest_slew_ns = 0.143
holdWs_ns = 0.657
hold_viol = 0
max_freq_mhz = 1030
drv_slew = 0
finalCriticalPeriod_ns = 0.973
period_used_pct = 97.3
slew_headroom_pct = 90.4
setup_tns_ns = 0

[floorplanning]
core_um2 = 3420
fp.dieArea_um2 = 6400
rows = 21
die_w_um = 80
initCoreUtil_pct = 2.75
fp.dieH_um = 80
pin_count = 11

[worst_hold_path]
hp-class = input port to output port

[outcome]
outcome = finished clean

[job]
warning_count = 32
maxCapViolations = 0

[clocking]
cts_setup_buffers = 0
postCtsHoldBufs = 0
==> critical path, cell delays in order <==
cell and delay [ns]:
buf_6 0.10, or3_1 0.35, buf_2 0.12
==> cell families after synthesis <==
logic type | share of synthesized area (%)
AOI/OAI and AO/OA | 36.0
buffers and inverters | 13.3
xor gates and xnor gates | 18.7
and+or+nand+nor | 32.0
==> power by group through the flow <==
stage	combinational (W)	sequential, W	clock [W]
after CTS	0.0000827	0	0
after global routing	0.0000921	0	0
final	0.0000802	0	0
==> final timing paths <==
path / from / endpoint / slack, ns / cells after the start
max: B / c / 0.03 / 3
min: C / g / 0.66 / 3
==> cell type report <==
cell class	count	share of cell area, %
timing repair buffer	14	42.5
tap	46	21.7
inverter	2	3.77
multi-input combinational	13	32.1
==> per-stage QoR <==
step | total power, W | utilization (%) | setup WS (ns) | std cells
floorplan | 0.0000243 | - | 0.154 | 16
global placement | 0.0000893 | 8.17 | -0.809 | 75
detailed placement | 0.0000896 | 8.17 | -0.814 | 75
CTS | 0.0000827 | 7.80 | 0.00112 | 75
global route | 0.0000921 | 7.77 | 0.00485 | 75
finish | 0.0000802 | 7.77 | 0.0268 | 75
==> what timing repair did <==
| item | in CTS | in global routing |
|---|---|---|
| endpoints found under the setup margin | 7 | 5 |
| gates resized | 43 | 2 |
| pin swaps | 3 | 2 |
==> cell usage in the layout (no fill, tap or decap), types with 2 or more instances in the layout <==
cell type | Yosys | routed
buf_2 | 1 | 5
nand2_1 | 2 | 2
xor2_1 | 2 | 2
buf_6 | 0 | 3
buf_4 | 0 | 2
==> metal layers <==
metal | vias up | GRT usage, % | part of all wire (%)
met4 | 0 | 0 | 0
li1 | 82 | - | -
met2 | 8 | 2.17 | 40
met3 | 0 | 0.568 | 16
met5 | - | 0 | 0
met1 | 58 | 1.58 | 44
Power figures rest on the tool's default switching activity, not on a simulated workload.
